--- design.v ---
module ALU_Forward(
    input[1:0]forwardAE,forwardBE,
    input ALUSrcE,
    input[31:0] ALUOutM,ResultW,RD1E,RD2E,SignlmmE,
    output reg[31:0] SrcAE,SrcBE,WriteDataE
);
    always@(*) begin
        case(forwardAE)
            2'b00:SrcAE<=RD1E;
            2'b01:SrcAE<=ResultW;
            2'b10:SrcAE<=ALUOutM;
        endcase
        case(forwardBE)
            2'b00:WriteDataE<=RD2E;
            2'b01:WriteDataE<=ResultW;
            2'b10:WriteDataE<=ALUOutM;
        endcase
        if(ALUSrcE)
            SrcBE<=SignlmmE;
        else
            SrcBE<=WriteDataE;
    end
endmodule
--- run.sh ---
#!/bin/bash
# OpenROAD 26Q1-2900-gdf79404cd8, Yosys 0.63+post, stock flow scripts
make -C /OpenROAD-flow-scripts/flow DESIGN_CONFIG=/design/flow/config.mk WORK_HOME=/design/flow/orfs finish
--- config.mk ---
export PLATFORM = sky130hd
export DESIGN_NAME = ALU_Forward
export DESIGN_NICKNAME = ALU_Forward
export VERILOG_FILES = /design/flow/design.v
export SDC_FILE = /design/flow/constraint.sdc
export NUM_CORES = 4
export LEC_CHECK = 1
export CORE_AREA = 10 10 135 135
export DIE_AREA = 0 0 145 145
--- constraint.sdc ---
current_design ALU_Forward

set clk_period 1.0
set clk_io_pct 0.2

create_clock -name clk0 -period $clk_period

set non_clock_inputs [all_inputs -no_clocks]
set_input_delay [expr $clk_period * $clk_io_pct] -clock clk0 $non_clock_inputs
set_output_delay [expr $clk_period * $clk_io_pct] -clock clk0 [all_outputs]
==> run_results.csv <==
group,metric,value,unit
outcome,status,"finished with violations",
outcome,violations,"setup timing",
sta,grt_setup_unrepaired,"true",
power_and_ir_drop,p_total,2.213,mW
detailed_routing,vias,3479,
sta,max-slew-margin-rel,47.18,%
cells_and_area,area_growth_syn_to_layout,103.5,%
setup_path,crit_chain,"buf_12 -> buf_16 -> buf_12 -> mux2_4 -> buf_6",
sta,max_freq,0.8350,GHz
floorplan,die_y,145,µm
synthesis,synth_stat.cells,328,
sta,unclocked_pins,64,
min_path,min_from,"SignlmmE[0]",
run,log.warning_count,38,
floorplan,fp_util,18.18,%
cts,holdBufCountCts,0,
setup_path,critPathMostFrequentCell,"buf_12",
setup_path,critical_path_peak_fanout,6,
placed_design,gp_congestion,0.8408,
synthesis,ys_ff,64,
setup_path,cp.required,800,ps
floorplan,io-pin-count,261,
detailed_routing,ant_nets,0,
cells_and_area,lay_top_cells,"211 x clkdlybuf4s50_1, 64 x dlxtn_1, 64 x a22oi_1, 64 x nand2_1, 62 x o21ai_1",
cells_and_area,drive_gt1_share,14.58,%
cells_and_area,postLayoutCoreUtil,37.00,%
synthesis,yosysTopAreaCellShare,34.64,%
placed_design,io_buffers,261,
synthesis,synth_warnings,1,
setup_path,crit_path_max_incr_delay,290,ps
setup_path,critical-path-top-delay-family,"buffers and inverters",
detailed_routing,remaining_drc_errors,0,
setup_path,worstSetupEndpointType,"primary output",
cells_and_area,final_common_cell,"clkdlybuf4s50_1",
floorplan,die_w,145,µm
sta,period_minus_slack,1198,ps
min_path,min_to,"SrcBE[0]",
power_and_ir_drop,leakage,2.384,nW
floorplan,rows,45,
setup_path,path_class,"input pin to primary output",
min_path,hold-path-cell-count,3,
cells_and_area,fill_cells,1478,
detailed_routing,wl_per_cell,19.88,µm
sta,untimed_endpoints,128,
synthesis,yosysChipArea,2774,µm²
detailed_routing,finalWirelength,15660,µm
grt,grt_antenna_before_repair,1,
synthesis,yosys.area.top_type,"dlxtn_1",
grt,grt_overflow,0,
floorplan,dieArea,21030,µm²
floorplan,core-area,15260,µm²
synthesis,syn_avg_cell_area,8.457,µm²
power_and_ir_drop,powerDensity,392.0,nW/µm²
setup_path,cp.arrival,1000,ps
setup_path,crit_start,"ALUSrcE",
grt,grt_pass1_wl,23550,µm
sta,fin_ws,-197.7,ps
detailed_routing,drt-initial-drc-count,133,
run,drv_cap,0,
sta,setup_violations,32,
synthesis,topCellsByArea,"dlxtn_1 35%, a22oi_1 17%, mux2_4 16%",
setup_path,critPathBufInv,4,
grt,grt_pass1_vias,3595,
sta,tightest_slew,792.3,ps
grt,grt_use_total,14.11,%
sta,finalHoldViolations,0,
sta,maxSlewViolCount,0,
synthesis,synth_area,2774,µm²
min_path,hold_class,"input pin to primary output",
power_and_ir_drop,ir_worst_vdd,0.0004218,V
setup_path,slowest_stage,"mux2_4",
detailed_routing,viasPerCell,4.415,
detailed_routing,drt-pass1-iter-count,5,
sta,finalClockPeriodUsage,119.8,%
placed_design,dp_hpwl,12330,µm
grt,grt_max_degree,65,
setup_path,critPathLaunchType,"input pin",
synthesis,synth_cells,328,
synthesis,synthDistinctLibCells,13,
## final cells by class
cell class                 instances  area [µm²]  share of cell area (%)
antenna                            1       2.502                 0.04433
inverter                           4       15.01                  0.2660
multi-input combinational        230        1598                   28.30
sequential                        64       960.9                   17.02
tap                              211       264.0                   4.676
timing repair buffer             278        2805                   49.69
## where the power goes
part	switching (mW)	total, mW	internal, mW
logic	0.751	1.95	1.20
registers	0.0325	0.259	0.226
clock network	0	0.000000134	0.000000134
## sequential cells by signal, indices dropped and copies added, names as in the netlist
register and count:
SrcAE 32, WriteDataE 32
## metal layers
layer  vias up  routed length [µm]  track usage [%]  part of all wire (%)
met5         -                   0                0                     0
met4         0                  87           0.8682                  0.56
met3         6                 983            3.091                   6.3
met2       168                7984            25.11                    51
met1      1626                6607            17.78                    42
li1       1679                   -                -                     -
## synth_stat cells, drive strengths merged
library cell	n
nand2	64
a22oi	64
ha	6
o21ai	64
inv	4
buf	30
mux2	32
dlxtn	64
## worst max-delay path by stage
stage          endpoint  cells past startpoint
finish         SrcBE[6]                      5
global route  SrcBE[14]                      5
CTS           SrcBE[12]                      5
## cell families after synthesis
group / count (synthesis) / share of synthesized area, %
compound gates: 128 / 28.87
simple gates: 64 / 8.660
buf+inv: 34 / 8.074
mux: 32 / 17.05
latches: 64 / 34.64
fa+ha+maj: 6 / 2.706
## stage by stage
stage          setup WS, ps  TNS, ps  hold slack (ps)  instances  cell area, µm²
3_3_place_gp         -532.6   -15590             1151        778            5514
4_1_cts              -203.6    -4867            765.5        787            5558
6_report             -197.7    -4635            708.2        788            5645
5_1_grt              -219.7    -5163            734.0        788            5645
3_5_place_dp         -543.3   -15770             1156        778            5514
2_1_floorplan         66.90        0            498.8        328            2774
## what timing repair did
action	4_1_cts	5_1_grt
gates cloned	2	0
setup endpoints to repair	32	32
resized	137	15
buffers inserted	7	0
Power is estimated from default activity; no workload was simulated.
